==> run.sh <==
#!/bin/bash
# OpenROAD 26Q1-2900-gdf79404cd8, Yosys 0.63+post, stock flow scripts
make -C /OpenROAD-flow-scripts/flow DESIGN_CONFIG=/design/flow/config.mk WORK_HOME=/design/flow/orfs finish
==> config.mk <==
export PLATFORM = sky130hd
export DESIGN_NAME = rl_queue
export DESIGN_NICKNAME = rl_queue
export VERILOG_FILES = /design/flow/design.v
export SDC_FILE = /design/flow/constraint.sdc
export NUM_CORES = 4
export LEC_CHECK = 1
export CORE_UTILIZATION = 30
==> constraint.sdc <==
current_design rl_queue

set clk_period 4.0
set clk_io_pct 0.2

create_clock -name clk0 -period $clk_period [get_ports {clk_i}]

set non_clock_inputs [all_inputs -no_clocks]
set_input_delay [expr $clk_period * $clk_io_pct] -clock clk0 $non_clock_inputs
set_output_delay [expr $clk_period * $clk_io_pct] -clock clk0 [all_outputs]
==> design.v <==
module rl_queue #(
  parameter DEPTH                  = 2,
  parameter DBITS                  = 32,
  parameter ALMOST_EMPTY_THRESHOLD = 0,
  parameter ALMOST_FULL_THRESHOLD  = DEPTH
)
(
  input  logic             rst_ni,          
  input  logic             clk_i,           
  input  logic             clr_i,           
  input  logic             ena_i,           
  input  logic             we_i,            
  input  logic [DBITS-1:0] d_i,             
  input  logic             re_i,            
  output logic [DBITS-1:0] q_o,             
  output logic             empty_o,         
                           full_o,          
                           almost_empty_o,  
                           almost_full_o    
);
  localparam EMPTY_THRESHOLD = 1;
  localparam FULL_THRESHOLD  = DEPTH -2;
  localparam ALMOST_EMPTY_THRESHOLD_CHECK = ALMOST_EMPTY_THRESHOLD <= 0     ? EMPTY_THRESHOLD : ALMOST_EMPTY_THRESHOLD +1;
  localparam ALMOST_FULL_THRESHOLD_CHECK  = ALMOST_FULL_THRESHOLD  >= DEPTH ? FULL_THRESHOLD  : ALMOST_FULL_THRESHOLD -2;
  logic [DBITS        -1:0] queue_data[DEPTH];
  logic [$clog2(DEPTH)-1:0] queue_wadr;
  always @(posedge clk_i,negedge rst_ni)
    if      (!rst_ni) queue_wadr <= 'h0;
    else if ( clr_i ) queue_wadr <= 'h0;
    else if ( ena_i )
      unique case ({we_i,re_i})
         2'b01 : queue_wadr <= queue_wadr -1;
         2'b10 : queue_wadr <= queue_wadr +1;
         default: ;
      endcase
  always @(posedge clk_i,negedge rst_ni)
    if (!rst_ni)
      for (int n=0; n<DEPTH; n++) queue_data[n] <= 'h0;
    else if (clr_i)
      for (int n=0; n<DEPTH; n++) queue_data[n] <= 'h0;
    else if (ena_i)
    unique case ({we_i,re_i})
       2'b01  : begin
                    for (int n=0; n<DEPTH-1; n++)
                      queue_data[n] <= queue_data[n+1];
                    queue_data[DEPTH-1] <= 'h0;
                end
       2'b10  : begin
                    queue_data[queue_wadr] <= d_i;
                end
       2'b11  : begin
                    for (int n=0; n<DEPTH-1; n++)
                      queue_data[n] <= queue_data[n+1];
                    queue_data[DEPTH-1] <= 'h0;
                    queue_data[~|queue_wadr ? DEPTH-1 : queue_wadr-1] <= d_i;
                end
       default: ;
    endcase
  always @(posedge clk_i, negedge rst_ni)
    if      (!rst_ni) almost_empty_o <= 1'b1;
    else if ( clr_i ) almost_empty_o <= 1'b1;
    else if ( ena_i )
      unique case ({we_i,re_i})
         2'b01  : almost_empty_o <= (queue_wadr <= ALMOST_EMPTY_THRESHOLD_CHECK);
         2'b10  : almost_empty_o <=~(queue_wadr >  ALMOST_EMPTY_THRESHOLD_CHECK);
         default: ;
      endcase
  always @(posedge clk_i, negedge rst_ni)
    if      (!rst_ni) empty_o <= 1'b1;
    else if ( clr_i ) empty_o <= 1'b1;
    else if ( ena_i )
      unique case ({we_i,re_i})
         2'b01  : empty_o <= (queue_wadr == EMPTY_THRESHOLD);
         2'b10  : empty_o <= 1'b0;
         default: ;
      endcase
  always @(posedge clk_i, negedge rst_ni)
    if      (!rst_ni) almost_full_o <= 1'b0;
    else if ( clr_i ) almost_full_o <= 1'b0;
    else if ( ena_i )
      unique case ({we_i,re_i})
         2'b01  : almost_full_o <=~(queue_wadr <  ALMOST_FULL_THRESHOLD_CHECK);
         2'b10  : almost_full_o <= (queue_wadr >= ALMOST_FULL_THRESHOLD_CHECK);
         default: ;
      endcase
  always @(posedge clk_i, negedge rst_ni)
    if      (!rst_ni) full_o <= 1'b0;
    else if ( clr_i ) full_o <= 1'b0;
    else if ( ena_i )
      unique case ({we_i,re_i})
         2'b01  : full_o <= 1'b0;
         2'b10  : full_o <= (queue_wadr == FULL_THRESHOLD);
         default: ;
      endcase
  assign q_o = queue_data[0];
endmodule
==> flow.log <==
[flow] summary of implementation run
INFO  metric post-route-period-util = between 60% and 70%
INFO  metric detailroute.wirelength.met2 = about 3100 um
INFO  metric synthDominantCellAreaShare = 54.49%
INFO  metric async_flop_share = approximately 100%
INFO  metric worst_skew_pair.late_latency = around 340 ps
INFO  metric initial_utilization = 31.19%
INFO  metric timing.setup.tns = 0 ps
INFO  metric holdBufCountCts = 0
INFO  metric cts_num_sinks = between 60 and 70
INFO  metric postSynthCellCount = 282
INFO  metric grt_remaining_overflow = 0
INFO  metric synth.yosys.seq_area_share = between 50% and 60%
INFO  metric highest_signal_layer_in_the_routed_design = met4
INFO  metric maxClockFrequency = 391.3 MHz
INFO  metric initialDrtViolationCount = roughly 76
INFO  metric die_w = 103.3 um
INFO  metric routed-via-count = between 2000 and 2500
INFO  metric post_synth_main_area_contributors = sky130_fd_sc_hd__dfrtp_1, sky130_fd_sc_hd__mux2i_1, sky130_fd_sc_hd__o2bb2ai_1, sky130_fd_sc_hd__nand2_1, sky130_fd_sc_hd__o21ai_0
INFO  metric vias_per_cell = approximately 4.7
INFO  metric slew_headroom = a little over half
INFO  metric maximum_count_of_clock_buffers_along_a_single_path = 2
INFO  metric setup_viol = 0
INFO  metric post_cts.resized_instances = 0
INFO  metric timing.hold.worst.class = input pin to asynchronous set/reset pin
INFO  metric timing.reg2reg.worst_path_depth = 4
INFO  metric end_kind = flop
INFO  metric netlist_area = 3077 um2
INFO  metric worst_hold_slack = between 300 and 400 ps
INFO  metric design.die.area = about 11000 um2
INFO  metric ctsHtreeMaxLevel = 3
INFO  metric clock-root-buffer = sky130_fd_sc_hd__clkbuf_8
INFO  metric clock_tree_from_tritoncts = done
INFO  metric synth_cell_type_count = 27
INFO  metric insertedDiodeCount = 0
INFO  metric warnings = 25
INFO  metric power_density = ~380 nW/um2
INFO  metric timing_worst_setup_path_type = input pin to flop
INFO  metric synth-cells-yosys = 282
INFO  metric critPathSlowestCell = sky130_fd_sc_hd__clkdlybuf4s50_1
INFO  metric syn_to_layout_area_delta = 32.25%
INFO  metric grt_antenna_before_repair = 0
INFO  metric synth.largest_area_cell = sky130_fd_sc_hd__dfrtp_1
INFO  metric run_status = finished, final reports clean
INFO  metric number_of_global_route_vias_before_repair = between 2000 and 2500
INFO  metric layout_min_cycle_time = between 2000 and 3000 ps
INFO  metric max_cap_violations = 0
INFO  metric synth.yosys.warnings = 2
INFO  metric cpLargestDelayFamily = buffers and inverters
INFO  metric path_depth = 6
INFO  metric grt_pass1_wl = approximately 12000 um
INFO  metric buffer_ports.inserted = 72
INFO  metric number_of_drc_violations_after_detailed_routing = 0
INFO  metric grt_setup_unrepaired = false
INFO  metric core_area = around 10000 um2
INFO  metric power.ir.vdd_worst = between 0.15 and 0.2 mV
INFO  metric grt_max_degree = 39
INFO  metric setup.worst_path.start_class = input pin
INFO  metric post_synthesis_register_bit_count = about 70
INFO  metric fraction_of_layout_instances_using_a_drive_strength_above_1 = approximately 9%
INFO  metric filler_cell_count = 911
INFO  metric syn_avg_cell_area = about 11 um2
INFO  metric floorplan.io_pins = between 70 and 80
INFO  metric post-cts-setup-buffers = 0
INFO  metric synth.top_cells.by_count = sky130_fd_sc_hd__dfrtp_1, sky130_fd_sc_hd__nand2_1, sky130_fd_sc_hd__mux2i_1
INFO  metric yosys_synthesis_chip_area = 3077 um2
INFO  metric grt_use_total = between 10 and 15%
INFO  metric dieHeight = 103.3 um
INFO  metric rows = 36
INFO  metric route.met3.wl = approximately 300 um
INFO  metric synth_top_flop_cell = sky130_fd_sc_hd__dfrtp_1
INFO  metric count_of_library_flops_with_an_enable_pin = 0
INFO  metric crit_path_max_fanout = 14
INFO  metric drtPass1Iterations = 4
INFO  metric total_power = 1.550 mW
INFO  metric critical_path_arrival = between 2000 and 3000 ps
INFO  metric detailed_place_hpwl = between 4000 and 5000 um
INFO  metric logic_area = roughly 1200 um2
INFO  metric seq_area = roughly 1700 um2
INFO  metric wl_per_cell = roughly 14 um
INFO  metric number_of_buffers_inserted_during_clock_tree_synthesis = 9
INFO  metric critical_path.max_stage_delay = about 660 ps
INFO  metric crit_buf_inv = 3
INFO  metric slew_viol_final = 0
INFO  metric timing_hold_violations_final = 0
INFO  metric finClkSkew = about 5.0 ps
INFO  metric postRouteAntennaNets = 0
INFO  metric drt_wl_total = about 6900 um
INFO  metric clkSlewWorstSetupHoldPaths = ~70 ps
INFO  metric critPathRequiredTime = roughly 4200 ps
INFO  metric wirelength_met1 = between 3000 and 4000 um
INFO  metric place.gp.congestion = 0.7163
INFO  metric p_leak = between 1.5 and 2 nW
INFO  metric crit_path_cell_trace = clkdlybuf4s50_1 -> inv_1 -> o21ai_4 -> buf_4 -> mux2i_1 -> o2bb2ai_2
INFO  metric worst_pin_slew = slightly below 700 ps
[layer usage]
metal | vias up | global-route usage [%]
li1 | 1108 | -
met1 | 1090 | 22.25
met2 | 57 | 22.05
met3 | 6 | 2.732
met4 | 0 | 1.950
met5 | - | 0
[state kept, by name, indices dropped and copies added (netlist names)]
register / flops
queue_wadr: 1
empty_o: 1
full_o: 1
queue_data: 64
almost_full_o: 1
[path summary, 6_finish.rpt]
path	start	to	slack, ps
min reg2reg	queue_data[1][14]	queue_data[1][14]	480
max in group asynchronous	rst_ni	queue_data[1][13]	2770
min	rst_ni	queue_data[1][8]	380
max	re_i	queue_data[0][13]	1440
min in group clk0	queue_data[1][14]	queue_data[1][14]	480
max reg2reg	queue_wadr	queue_data[0][13]	2170
[per-stage QoR]
| step | utilization, % | area [um2] | std cells | worst slack (ps) |
|---|---|---|---|---|
| after floorplan | - | 3077 | 282 | 2186 |
| after global placement | 39.19 | 3866 | 469 | 1114 |
| after detailed placement | 39.19 | 3866 | 469 | 1070 |
| after CTS | 41.25 | 4069 | 485 | 1434 |
| after global routing | 41.25 | 4069 | 485 | 1332 |
| final | 41.25 | 4069 | 485 | 1445 |
[where the power goes]
group | switching (mW) | leakage, nW | total (mW) | internal, mW
clock | 0.258 | 0.102 | 0.578 | 0.320
sequential | 0.0246 | 0.923 | 0.750 | 0.726
combinational | 0.107 | 0.775 | 0.221 | 0.114
total | 0.390 | 1.80 | 1.55 | 1.16
[area by class of cell]
class	count	share of cell area, %
multi-input combinational	186	29.46
clock inverter	4	1.169
inverter	2	0.1845
timing repair buffer	80	19.43
sequential	68	41.85
clock buffer	12	3.813
tap	133	4.090
[cells by family after synthesis]
group | after synthesis | synth area share (%)
xor+xnor | 2 | 0.5694
simple gates | 75 | 9.842
mux | 32 | 10.41
flops | 68 | 55.35
buf+inv | 28 | 6.018
other cells | 1 | 0.1219
compound gates | 76 | 17.69
[cell usage in the layout, fill, tap and decap left out, drive strengths merged]
master	synthesis	layout
clkdlybuf4s50	0	71
nand2	67	67
dfrtp	67	67
o21ai	37	37
mux2i	32	32
o2bb2ai	32	32
clkbuf	3	12
buf	23	9
a21oi	4	4
nor2	3	3
inv	2	2
xor2	2	2
clkinv	0	2
nor2b	2	2
or2	1	1
a21o	1	1
a211oi	1	1
nand2b	1	1
nand3b	1	1
a221o	1	1
conb	1	1
clkinvlp	0	1
bufinv	0	1
dfstp	1	1
[worst register-to-register path, stage by stage (launching register included)]
cell and delay, ps:
sky130_fd_sc_hd__dfrtp_1 520, sky130_fd_sc_hd__o21ai_4 610, sky130_fd_sc_hd__buf_4 300, sky130_fd_sc_hd__mux2i_1 220, sky130_fd_sc_hd__o2bb2ai_2 60
No activity file was given, so power comes from the tool's default toggle rates.
